==> design/flow/config.mk <==
export PLATFORM = sky130hd
export DESIGN_NAME = CLOCK_12HOURS
export DESIGN_NICKNAME = CLOCK_12HOURS
export VERILOG_FILES = /design/flow/design.v
export SDC_FILE = /design/flow/constraint.sdc
export NUM_CORES = 4
export LEC_CHECK = 1
export CORE_UTILIZATION = 30
==> design/flow/constraint.sdc <==
current_design CLOCK_12HOURS

set clk_period 4.9
set clk_io_pct 0.2

create_clock -name clk0 -period $clk_period [get_ports {clk}]

set non_clock_inputs [all_inputs -no_clocks]
set_input_delay [expr $clk_period * $clk_io_pct] -clock clk0 $non_clock_inputs
set_output_delay [expr $clk_period * $clk_io_pct] -clock clk0 [all_outputs]
==> design/flow/design.v <==
`timescale 1ns / 1ps
module CLOCK_12HOURS
(input clk, 
input center, 
input right, 
input left, 
input up, 
input down, 
output [6:0] seg, 
output [7:0] a, 
output ap_led, 
output clk_mode_led);
reg [31 :0] counter = 0;
parameter max_count = 1000000;
reg [5:0] hr, min, sec = 0;
reg [6:0] msec = 0;
reg [3:0] ms1, ms2, s1, s2, m1, m2, h1, h2 =0;
reg toggle = 0;
reg pm = 0;
assign ap_led = pm;
reg clock_mode = 0;
assign clk_mode_led = clock_mode;
svn_seg sseg(clk, ms1, ms2, s1, s2, m1, m2, h1, h2, seg, a);
parameter display_time = 1'b0;
parameter set_time = 1'b1;
reg current_mode = set_time;
always @(posedge clk) 
begin
case (current_mode)
display_time : begin
if (center) begin
clock_mode <= 0;
current_mode <= set_time;
counter <= 0;
toggle <=0;
sec <=0;
msec <= 0;
end
if (counter < max_count) begin
counter <= counter +1;
end
else begin
counter <= 0;
msec <= msec +1;
end 
end
set_time : begin
if (center) begin
clock_mode <= 1;
current_mode <= display_time;
end
if (counter < (25000000)) begin
counter <= counter + 1;
end
else begin
counter <= 0;
case (toggle)
1'b0: begin
if (up) begin
min <= min +1;
end
if (down) begin
if (min>0) begin
min <= min -1;
end
else if (hr >1) begin
hr <= hr -1;
min <=59;
end 
else if (hr == 1) begin
hr <= 12;
min <= 59;
end 
end
if (left || right ) begin
toggle <= 1;
end
end
1'b1: begin
if (up) begin
hr <= hr + 1;
end
if (down) begin
if (hr >1) begin
hr <= hr -1;
end
else if (hr == 1) begin
hr <= 12;
end
end
if (right || left) begin
toggle <= 0;
end
end
endcase
end
end
endcase
if (msec >= 99) begin
msec <= 0;
sec <= sec +1;
end
if (sec >= 60) begin
sec <= 0;
min <= min +1;
end
if (min >= 60) begin
min <= 0;
hr <= hr +1;
end
if (hr >= 24) begin
hr <= 0;
end
else begin
ms1 <= msec %10;
ms2 <= msec /10;
s1 <= sec %10;
s2 <= sec / 10;
m1 <= min % 10;
m2 <= min /10;
if (hr < 12) begin
if ( hr == 0) begin
h1 <= 2;
h2 <= 1;
end
else begin
h1 <= hr%10;
h2 <= hr/10;
end
pm <= 0;
end
else begin
if (hr == 12) begin
h1 <= 2;
h2 <= 1;
end
else begin
h1 <= (hr - 12) %10;
h2 <= (hr - 12) /10;
end
pm <= 1;
end
end
end
endmodule
module svn_seg( input clk, input [3:0] ms1, input [3:0] ms2, input [3:0] s1, input [3:0] s2, input [3:0] m1, input [3:0] m2, input [3:0] h1, input [3:0] h2, output reg [6:0] seg, output reg [7:0] a);
reg [2:0] digit_display = 0;
reg [6:0] display [7:0];
reg [18:0] counter =0;
parameter max_count = 250000;
wire [3:0] four_bit [7:0];
assign four_bit[0] = ms1;
assign four_bit[1] =ms2;
assign four_bit[2] = s1;
assign four_bit[3] = s2;
assign four_bit[4] = m1;
assign four_bit[5] = m2;
assign four_bit[6] = h1;
assign four_bit[7] = h2;
always @(posedge clk)
begin
if (counter < max_count) begin
counter <= counter+1;
end
else begin
digit_display <= digit_display + 1;
counter <=0;
end
case(four_bit[digit_display])
4'b0000 : display[digit_display] <= 7'b1000000;
4'b0001 : display[digit_display] <= 7'b1111001;
4'b0010 : display[digit_display] <= 7'b0100100;
4'b0011 : display[digit_display] <= 7'b0110000;
4'b0100 : display[digit_display] <= 7'b0011001;
4'b0101 : display[digit_display] <= 7'b0010010;
4'b0110 : display[digit_display] <= 7'b0000010;
4'b0111 : display[digit_display] <= 7'b1111000;
4'b1000 : display[digit_display] <= 7'b0000000;
4'b1001 : display[digit_display] <= 7'b0011000;
default : display[digit_display] <= 7'b1111111;
endcase
case(digit_display)
0: begin
a <= 8'b11111110;
seg <= display[0];
end
1: begin
a <= 8'b11111101;
seg <= display[1];
end
2: begin
a <= 8'b11111011;
seg <= display[2];
end
3: begin
a <= 8'b11110111;
seg <= display[3];
end
4: begin
a <= 8'b11101111;
seg <= display[4];
end
5: begin
a <= 8'b11011111;
seg <= display[5];
end
6: begin
a <= 8'b10111111;
seg <= display[6];
end
7: begin
a <= 8'b0111111;
seg <= display[7];
end
endcase 
end
endmodule
==> design/flow/run.sh <==
#!/bin/bash
# OpenROAD 26Q1-2900-gdf79404cd8, Yosys 0.63+post, stock flow scripts
make -C /OpenROAD-flow-scripts/flow DESIGN_CONFIG=/design/flow/config.mk WORK_HOME=/design/flow/orfs finish
==> impl_metrics.csv <==
group,metric,value,unit
final_timing,maxSlewViolCount,0,
worst_setup_path,crit_buf_inv,1,
min_path,hold_path.class,"reg -> reg",
logic_synthesis,ys_cells,1035,
power_and_ir_drop,vdd_ir_drop_max,0.270,mV
placement,hpwl,13900,um
floorplan,fp-utilization,30.8,%
detailed_routing,drtAntennaViolNets,0,
logic_synthesis,top_cells_by_area,"edfxtp_1 (28%), dfxtp_1 (19%), ha_1 (5.4%)",
global_route,grt_pass1_vias,6998,
global_route,grt_antenna_before_repair,0,
logic_synthesis,synth_warnings,2,
worst_setup_path,crit_end,"h1[2]$_DFFE_PN_",
worst_setup_path,required,5.20,ns
detailed_routing,dr_total_vias,7510,
detailed_routing,antenna_cells_inserted,0,
global_route,gr-total-overflow,0,
final_timing,finalClockPeriodUsage,84.1,%
worst_setup_path,cpMostUsedCell,"ha_1",
floorplan,die-area,0.0334,sq mm
final_timing,setup_viol,0,
worst_setup_path,path_class,"reg -> reg",
final_timing,fin_crit,4.12,ns
clocking,cts_buffer_depth,2,
final_timing,worst_pin_slew,0.858,ns
logic_synthesis,synthTopCellsByCount,"nor2_1 (126), dfxtp_1 (92), edfxtp_1 (92)",
clocking,cts_tree,"done",
final_timing,hold_viol,0,
worst_setup_path,startpoint,"hr[3]$_SDFFE_PP0P_",
worst_setup_path,reg2reg_to,"h1[2]$_DFFE_PN_",
worst_setup_path,cp_cell_sequence,"ha_1 -> nor2_2 -> inv_2 -> ha_1 -> and2_1 -> o2111a_1 -> or4b_4 -> and2_4 -> mux2i_4 -> o211a_1 -> or4_1 -> nand3_1",
floorplan,core.rowCount,65,
logic_synthesis,yosys.area.top_type,"edfxtp_1",
final_timing,tns,0,ns
worst_setup_path,cp_max_fo,17,
logic_synthesis,most_common_cell,"nor2_1",
logic_synthesis,yosys_most_used_dff,"edfxtp_1",
detailed_routing,routedWlPerCell,13.6,um
power_and_ir_drop,power_density,596,mW/mm^2
floorplan,fp.dieW,183,um
global_route,grt_usage,12.9,%
floorplan,die_y,183,um
logic_synthesis,postSynthSeqShare,47.0,%
worst_setup_path,crit_path_max_incr_delay,0.69,ns
placement,io_buffers,22,
clocking,htree_levels,4,
final_timing,clock_skew,0.0210,ns
finish,drive_above_1_share,6.92,%
worst_setup_path,ff2ff_setup_slack,0.78,ns
finish,layout-area-overhead-vs-synth,14.1,%
final_timing,rsz0062_at_grt,"no",
detailed_routing,drc,0,
worst_setup_path,path_depth,12,
detailed_routing,drtIter0Drc,608,
floorplan,fp.coreArea,0.0318,sq mm
logic_synthesis,netlist_area,0.00979,sq mm
outcome,status,"completed",
logic_synthesis,syn_area_per_cell,9.46,sq um
run,max-cap-violations,0,
placement,gp_congestion,0.923,
clocking,cts_resized,0,
clocking,cts_made_buffers,17,
run,tool_warnings,48,
worst_setup_path,worstRegToRegCells,12,
clocking,clock_latency,0.44,ns
detailed_routing,wl,20400,um
logic_synthesis,ys_seq_elements,184,
finish,fillers,3143,
clocking,clk_root_buffer_cell,"clkbuf_16",
global_route,grt_pass1_wl,34600,um
clocking,post-cts-setup-buffers,0,
logic_synthesis,ys_area,0.00979,sq mm
clocking,clock_sinks,184,
worst_setup_path,reg2reg_from,"hr[3]$_SDFFE_PP0P_",
final_timing,slew-limit-headroom,42.3,%
final_timing,whs,0.474,ns
logic_synthesis,synthDistinctLibCells,78,
logic_synthesis,syn_inst,1035,
global_route,grt_max_degree,33,
final_timing,fmax,0.243,GHz
clocking,clkTransAtPathRegs,0.08,ns
finish,comb_area,0.00481,sq mm
finish,ff_latch_area,0.00460,sq mm
detailed_routing,vias_per_cell,4.99,
power_and_ir_drop,total_leakage_power,4.11,nW
worst_setup_path,start_kind,"register",
min_path,worstHoldPathCells,1,
worst_setup_path,cp.arrival,4.42,ns
worst_setup_path,cpLargestDelayFamily,"simple AND/OR/NAND/NOR gates",
logic_synthesis,synthArstFlopShare,0,%
worst_setup_path,cp-end-kind,"register",
clocking,postCtsHoldBufs,0,
floorplan,io_pins,23,
logic_synthesis,edf_count,92,
worst_setup_path,cp_slowest_cell,"dfxtp_1",
logic_synthesis,synth_top_area_share,28.2,%
detailed_routing,first_pass_iters,5,
[cell type report]
| class | instances | area share, % |
|---|---|---|
| sequential | 184 | 41.2 |
| multi-input combinational | 760 | 43.1 |
| inverter | 55 | 1.87 |
| timing repair buffer | 39 | 3.11 |
| tap | 435 | 4.87 |
| clock buffer | 17 | 3.81 |
| clock inverter | 15 | 2.05 |
[logic make-up (layout without fill, tap and decap cells)]
| logic type | count (synthesis) | after routing | synth area share, % |
|---|---|---|---|
| AND/OR/NAND/NOR | 383 | 383 | 18.4 |
| AND-OR/OR-AND | 244 | 244 | 17.3 |
| flip-flops | 184 | 184 | 47.0 |
| buffers and inverters | 100 | 126 | 4.17 |
| XOR/XNOR | 64 | 64 | 5.80 |
| adder cells (fa/ha/maj) | 45 | 45 | 5.67 |
| multiplexers | 13 | 13 | 1.62 |
| other | 2 | 11 | 0.0767 |
[report_power, final]
group / total [W] / internal, W / switching [W]
logic: 0.00271 / 0.00110 / 0.00161
registers: 0.00247 / 0.00216 / 0.000311
clock network: 0.00148 / 0.000734 / 0.000750
[how the worst min path moves through the flow]
stage / start / to / slack (ns)
5_1_grt: sseg.counter[0]$_SDFF_PP0_ / sseg.counter[0]$_SDFF_PP0_ / 0.52
4_1_cts: counter[0]$_DFF_P_ / counter[0]$_DFF_P_ / 0.47
6_report: sseg.counter[0]$_SDFF_PP0_ / sseg.counter[0]$_SDFF_PP0_ / 0.47
[flip-flops by register name, summed over array words and instances (netlist names), 7 cells and up]
name          flops
sseg.seg          7
counter          32
msec              7
sseg.counter     19
sseg.a            8
sseg.display     56
[per-stage QoR]
step	utilization (%)	worst slack [ns]	power, W	instance area (sq um)	cells
after floorplan	-	1.40	0.00457	9820	1044
after global placement	33.1	0.887	0.00515	10500	1473
after detailed placement	33.1	0.833	0.00518	10500	1473
after CTS	35.1	0.815	0.00668	11200	1505
after global routing	35.1	0.491	0.00717	11200	1505
final	35.1	0.781	0.00666	11200	1505
[placed cells by master (no fill, tap or decap), drive strengths merged, types with 18 or more instances in the layout]
cell and instances:
xnor2 40, o21ai 42, clkdlybuf4s50 22, nor3 29
nand2 84, nand3 46, inv 67, dfxtp 92
xor2 24, edfxtp 92, nor2 127, a21oi 52
nand4 18, ha 42, a22oi 22
[per-layer routing]
metal,GRT usage (%),wire length [um],share of wire (%)
met1,19.6,9850,48
met2,19.6,8940,44
met3,3.01,1240,6.1
met4,1.95,359,1.8
met5,0.889,39,0.19
No activity file was given, so power comes from the tool's default toggle rates.
